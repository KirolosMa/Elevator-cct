==> ./run.sh <==
#!/bin/bash
# OpenROAD 26Q1-2900-gdf79404cd8, Yosys 0.63+post, stock flow scripts
make -C /OpenROAD-flow-scripts/flow DESIGN_CONFIG=/design/flow/config.mk WORK_HOME=/design/flow/orfs finish
==> ./config.mk <==
export PLATFORM = sky130hd
export DESIGN_NAME = elevator
export DESIGN_NICKNAME = elevator
export VERILOG_FILES = /design/flow/design.v
export SDC_FILE = /design/flow/constraint.sdc
export NUM_CORES = 4
export LEC_CHECK = 1
export CORE_UTILIZATION = 40
==> ./constraint.sdc <==
current_design elevator

set clk_period 4.0
set clk_io_pct 0.2

create_clock -name clk0 -period $clk_period [get_ports {i_clock}]

set non_clock_inputs [all_inputs -no_clocks]
set_input_delay [expr $clk_period * $clk_io_pct] -clock clk0 $non_clock_inputs
set_output_delay [expr $clk_period * $clk_io_pct] -clock clk0 [all_outputs]
==> ./design.v <==
`timescale 1ns / 1ps
module Double_port_RAM #(parameter fifo_pFLOOR_WIDTH = 4 ,
							fifo_pFIFO_DEPTH = 16 ,fifo_pPOINTER_WIDTH = 4)
					( 	output wire [fifo_pFLOOR_WIDTH-1:0] o_rd_data, 
						input [fifo_pFLOOR_WIDTH-1 :0] i_wr_data,
						input i_rd_en, 
						input i_clock,
						input i_wr_en, 
						input [fifo_pPOINTER_WIDTH-1:0] wr_pointer,
						input [fifo_pPOINTER_WIDTH-1:0] rd_pointer);  
  reg[fifo_pFLOOR_WIDTH-1:0] o_rd_data2[0:fifo_pFIFO_DEPTH-1];  
  always @(posedge i_clock)  
  begin  
   if(i_wr_en)   
      o_rd_data2[wr_pointer[fifo_pPOINTER_WIDTH-1:0]] <=i_wr_data ;  
  end 
  assign o_rd_data =  o_rd_data2[rd_pointer[fifo_pPOINTER_WIDTH-1:0]] ;  
 endmodule  
`timescale 1ns / 1ps
module elevator_ctrl #(parameter ctrl_PFLOOR_WIDTH = 4 )(
	 input i_clock ,
	 input i_rd_en ,
    input [ctrl_PFLOOR_WIDTH-1 : 0] i_ctrl_floor_no,
    input [ctrl_PFLOOR_WIDTH-1 : 0] i_ctrl_current_floor ,
    output reg	o_ctrl_fsm_move_up,
    output reg o_ctrl_fsm_move_down,
    output reg o_ctrl_fsm_equal
    );
reg [ctrl_PFLOOR_WIDTH-1 : 0] floor_num_save ;
always@(posedge i_clock) 
	begin
		if(i_rd_en == 1)
			floor_num_save <= i_ctrl_floor_no ;
		else 
			floor_num_save <= floor_num_save ;
	end
always@(*) 
	begin
			o_ctrl_fsm_move_up = 1'b0 ;                          
			o_ctrl_fsm_move_down = 1'b0 ; 
			o_ctrl_fsm_equal = 1'b0 ;  
			if((floor_num_save > i_ctrl_current_floor)) 
				o_ctrl_fsm_move_up = 1'b1 ;
			else if ( (floor_num_save< i_ctrl_current_floor) ) 
				o_ctrl_fsm_move_down = 1'b1 ;
			else if ( (floor_num_save == i_ctrl_current_floor) ) 
				o_ctrl_fsm_equal = 1'b1 ;
	end 
endmodule
`timescale 1ns / 1ps
module elevator #(parameter pFLOOR_WIDTH = 4 ,
									 pFIFO_DEPTH = 16 ,
									 fifo_pPOINTER_WIDTH = 4 , 
									 fifo_pMAX_COUNT = 4'b1111 ,
									 pCOUNT_BITS = 5           )
	(
    input 							 i_clock,
    input 							 i_reset_n,
    input 							 i_wr_en,
    input [pFLOOR_WIDTH-1 : 0] i_floor_no,
    input							 i_error_flag,
    input							 i_error_clear,
    input [pFLOOR_WIDTH-1 : 0] i_current_floor,
    output							 o_move_up,
    output							 o_move_down,
    output 							 o_open_door,
    output							 o_alarm,
    output							 o_fifo_full
    );
wire [2:0] ctrl_fsm ;
wire counter_fsm ;
wire i_rd_en ;
wire [pFLOOR_WIDTH-1 : 0] fifo_ctrl ;
wire fifo_fsm ;
elevator_ctrl  #(.ctrl_PFLOOR_WIDTH(pFLOOR_WIDTH)  ) u1
	(
	 .i_clock(i_clock),
	 .i_rd_en(i_rd_en),
    .i_ctrl_floor_no(fifo_ctrl)           ,
    .i_ctrl_current_floor(i_current_floor) ,
    .o_ctrl_fsm_move_up(ctrl_fsm[0]),
    .o_ctrl_fsm_move_down(ctrl_fsm[1]),
	 .o_ctrl_fsm_equal(ctrl_fsm[2])
    );
elevator_fsm u2(
	 .i_fsm_clock(i_clock) ,
	 .i_fsm_reset(i_reset_n) ,
    .i_ctrl_fsm_move_up(ctrl_fsm[0]),
    .i_ctrl_fsm_move_down(ctrl_fsm[1]),
    .i_ctrl_fsm_equal(ctrl_fsm[2]),
    .i_fsm_error_flag(i_error_flag),
    .i_fsm_error_clear(i_error_clear),
	 .i_fifo_fsm_empty(fifo_fsm),
	 .i_counter_fsm_done(counter_fsm) ,
	 .o_fsm_move_up(o_move_up),
	 .o_fsm_move_down(o_move_down) ,
    .o_fsm_fifo_rd_en(i_rd_en) ,
    .o_fsm_alarm(o_alarm),
    .o_fsm_open_door(o_open_door)
    );
fifo #(.fifo_pFLOOR_WIDTH(pFLOOR_WIDTH) , 
				  .fifo_pFIFO_DEPTH(pFIFO_DEPTH) ,
				  .fifo_pPOINTER_WIDTH(fifo_pPOINTER_WIDTH) , 
				  .fifo_pMAX_COUNT(fifo_pMAX_COUNT)) 
	u3(
    .i_rst_n(i_reset_n)  ,
    .i_clock(i_clock)   ,
    .i_wr_data(i_floor_no) ,
    .i_wr_en(i_wr_en)   ,
    .i_rd_en(i_rd_en)   ,
    .o_rd_data(fifo_ctrl) ,
    .o_fifo_full(o_fifo_full),
    .o_fifo_empty(fifo_fsm)
    );
 timer # (.pCOUNT_BITS(pCOUNT_BITS)  )
	u4(  														 
    .i_clock(i_clock),									 
    .i_rst_n(i_reset_n),								 
	 .i_enable(o_open_door),
	 .o_done(counter_fsm)
    );
endmodule
`timescale 1ns / 1ps
module elevator_fsm(
	 input      i_fsm_clock ,
	 input 		i_fsm_reset ,
    input 		i_ctrl_fsm_move_up,
    input 		i_ctrl_fsm_move_down,
    input 		i_ctrl_fsm_equal,
    input 		i_fsm_error_flag,
    input 		i_fsm_error_clear,
	 input 		i_counter_fsm_done ,
	 input 		i_fifo_fsm_empty ,
	 output reg o_fsm_move_up ,
	 output reg o_fsm_move_down,
    output reg o_fsm_fifo_rd_en,
    output reg o_fsm_alarm,
    output reg o_fsm_open_door
    );
parameter [2:0]
	idle      = 3'b000 , 
	move_up   = 3'b001 ,
	move_down = 3'b010 ,
	open_door = 3'b011 ,
	error     = 3'b100 ;
reg [2:0] current_state , next_state ;
reg [2:0] last_state ;  
always@(posedge i_fsm_clock or negedge i_fsm_reset ) 
	begin
			if(!i_fsm_reset)
               begin			 
						current_state <= idle ;
						last_state <= idle ;
					end
			else
				begin
					current_state <= next_state;
					if(i_fsm_error_flag && (!(current_state==error)))
					last_state <= current_state ;
				end 
	end 
always@(  i_ctrl_fsm_move_up or i_ctrl_fsm_move_down 
			 or i_ctrl_fsm_equal or i_fsm_error_flag or i_counter_fsm_done or i_fifo_fsm_empty 
		    or i_fsm_error_clear or current_state  )  
	begin  
		o_fsm_fifo_rd_en = 0 ; o_fsm_alarm = 0 ; o_fsm_open_door = 0 ; o_fsm_move_up = 0 ;
		o_fsm_move_down = 0 ;  
		case ( current_state )
			idle : begin
							o_fsm_fifo_rd_en = 0 ;
							o_fsm_alarm = 0 ;
							o_fsm_open_door = 0 ;
							o_fsm_move_up = 0 ;
							o_fsm_move_down = 0 ;
							if( i_fsm_error_flag )       
							begin
								next_state = error ;
							end
							else if(i_ctrl_fsm_move_up) 
									begin
									o_fsm_fifo_rd_en = 0 ;
									next_state = move_up ;
									end
							else if(i_ctrl_fsm_move_down)
									begin
									o_fsm_fifo_rd_en = 0 ;
									next_state = move_down ;
									end
							else if(i_ctrl_fsm_equal)
										next_state = idle ;
								else
										next_state = idle ;
							if(i_ctrl_fsm_move_up == 1)
									o_fsm_fifo_rd_en = 0 ;
							else if (i_ctrl_fsm_move_down == 1 )
									o_fsm_fifo_rd_en = 0 ;
							else if (i_fifo_fsm_empty == 0 ) 
									o_fsm_fifo_rd_en = 1 ;								
					 end	
			move_up : begin
								o_fsm_fifo_rd_en = 0 ;  
								o_fsm_alarm = 0 ;
								o_fsm_open_door = 0 ;
								o_fsm_move_up = 1 ;
								o_fsm_move_down = 0 ;
								if (i_fsm_error_flag)
								begin
									next_state = error ;
								end
								else if ( i_ctrl_fsm_equal )
									next_state = open_door ;
								else 
								   next_state = move_up ;
						 end
			move_down : begin
								  o_fsm_fifo_rd_en = 0 ;
								  o_fsm_alarm = 0 ;
								  o_fsm_open_door = 0 ;
								  o_fsm_move_up = 0 ;
								  o_fsm_move_down = 1 ;
								  if (i_fsm_error_flag)
								  begin
										next_state = error ;
								  end 								
								  else if ( i_ctrl_fsm_equal )
										next_state = open_door ;
								  else 
										next_state = move_down ;
							end
			open_door : begin 
									o_fsm_fifo_rd_en = 0;
									o_fsm_alarm = 0 ;
									o_fsm_open_door = 1 ;
									o_fsm_move_up = 0 ;
									o_fsm_move_down = 0 ;
									if (i_fsm_error_flag)
									begin
										next_state = error ;
									end	
								  else if ( i_counter_fsm_done ) 
										next_state = idle ;
									else
										next_state = open_door ;
							end
			error     : begin
									o_fsm_fifo_rd_en = 0 ;
									o_fsm_alarm = 1 ;
									o_fsm_open_door= 0;
									if (i_fsm_error_clear && (last_state == idle ) )
										next_state = idle ;
									else if (i_fsm_error_clear && (last_state == move_up ) )
										next_state = move_up ;
									else if (i_fsm_error_clear && (last_state == move_down )) 
										next_state = move_down ;
									else if (i_fsm_error_clear && (last_state == open_door )) 
										next_state = open_door ; 
									else
										next_state = error;
							end
          default   : next_state = idle ; 
		endcase
  end
endmodule
`timescale 1ns / 1ps
module fifo #(parameter fifo_pFLOOR_WIDTH = 4 , fifo_pFIFO_DEPTH = 16 ,
								fifo_pPOINTER_WIDTH = 4 , fifo_pMAX_COUNT = 4'b1111 ) 
	(
    input 									     i_rst_n   ,
    input 									     i_clock   ,
    input      [fifo_pFLOOR_WIDTH-1 : 0] i_wr_data ,
    input 										  i_wr_en   ,
    input 										  i_rd_en   ,
    output wire [fifo_pFLOOR_WIDTH-1 : 0] o_rd_data ,
    output reg 								  o_fifo_full,
    output reg 								  o_fifo_empty
    );
reg [fifo_pPOINTER_WIDTH - 1 : 0 ] rd_pointer ; 
reg [fifo_pPOINTER_WIDTH - 1 : 0 ] wr_pointer ;
reg [fifo_pPOINTER_WIDTH - 1 : 0 ] count ; 
reg read_write_empty_flag ;
reg increment ;
always@(posedge i_clock or negedge i_rst_n ) 
	begin 
			if (!i_rst_n)
				read_write_empty_flag <= 0 ;
			else if ( i_rd_en == 1 && o_fifo_empty == 1 && i_wr_en == 1 )
				read_write_empty_flag <= 1 ;
			else 
				read_write_empty_flag <= 0 ;
	end
Double_port_RAM u1 (	.o_rd_data(o_rd_data),
							.i_wr_data(i_wr_data),
							.i_rd_en(i_rd_en),
							.i_clock(i_clock),
                     .i_wr_en(i_wr_en),
							.wr_pointer(wr_pointer),
							.rd_pointer(rd_pointer) 
							); 
always@(posedge i_clock or negedge i_rst_n) 
	begin
			if ( !i_rst_n )
				wr_pointer <= 0 ;
			else if ( (i_wr_en == 1 ) && ( o_fifo_full == 0) ) 
				wr_pointer <= wr_pointer + 1 ;
	end 
always@(posedge i_clock or negedge i_rst_n ) 
	begin
			if ( !i_rst_n)
				rd_pointer <= 0 ;
			else if ( (i_rd_en == 1 ) && (o_fifo_empty == 0) ) 
				rd_pointer <= rd_pointer + 1 ;
	end
always@(posedge i_clock or negedge i_rst_n)
	begin
			if ( !i_rst_n ) 
				count <= 0 ;
			else 
			begin
				case({i_rd_en,i_wr_en}) 
					2'b00 : count <= count  ; 
					2'b01 :	
								if (count != fifo_pMAX_COUNT) 
										count <= count + 1 ; 
					2'b10 : 
							begin 
								if ( count != 0 ) 
										count <= count - 1 ;
							end
					2'b11 : 
							begin
								if ( read_write_empty_flag == 1 ) 
										count <= count + 1 ; 
								else 	
										count <= count ;
							end
					default : count <= count ;
			endcase
		end  
 end  
always@(*)
begin 
		if(count == 0 ) 
			o_fifo_empty = 1 ;
		else
		   o_fifo_empty = 0;
end
always@(*)
	begin
		if(count == fifo_pMAX_COUNT )
			o_fifo_full = 1 ;	
		else 
			o_fifo_full = 0 ;
	end
endmodule 
`timescale 1ns / 1ps
module timer # (parameter pCOUNT_BITS = 5 )(   
    input i_clock,									 
    input i_rst_n,									 
    input i_enable,
    output o_done
    );
	 reg [pCOUNT_BITS - 1 : 0 ] count ;
always @ (posedge i_clock or negedge i_rst_n ) 
	begin 
			if ( (!i_rst_n)  )
				count <= 0 ;
			else if (!i_enable) 
				count <= 0 ;
			else if( i_enable )
				count <= count + 1 ; 
	end 
assign o_done = &(count);  
endmodule
==> out/results.ini <==
[routing]
dr.first_iter.drc_count=56
wl_per_cell_um=16.5
num_antenna_cells=0
vias=2087
ant_nets=0
viasPerCell=5.14
routed_wl_mm=6.69
drt_pre_antenna_iters=4
drc=0

[synthesis]
synth.yosys.warnings=5
ys.flops=92
synth-adder-area-share_pct=3.76
ys_seq_share_pct=66.2
yosysChipArea_mm2=0.00399
synth_stat.cells=249
xor_area_share_pct=2.42
mux_share_pct=12.4
synthCells=249
synthSimpleGateAreaFrac_pct=8.85
netlist_area_mm2=0.00399
syn_area_per_cell_um2=16.0
synth_cell_type_count=41
logic_family=multiplexers
synth.cellmix.compoundShare_pct=3.48

[power]
powerDensity_mw_per_mm2=590
leakage_uw=0.00160
max-vdd-ir-drop_mv=0.200

[clocking]
post_cts_resize_count=0
holdBufCountCts=0
worstSkewPairLatency_ns=0.36
clk_pin_slew_ns=0.11
root_buffer=clkbuf_8
cts_sinks=92
htreeDepth=3
post_cts_buffers=0
numCtsBuffers=9
cts_tree=yes
cts_max_path_buffers=2

[timing]
fin_crit_ns=2.84
relSlewSlack_pct=45.9
setup_viol=0
hold_slack_ns=0.464
timing.final.crit_share_pct=71.0
worst_clock_skew_ns=0.0111
rsz0062_at_grt=false
timing.fmax_ghz=0.352
slew_violations=0
finalHoldViolCount=0
fin_tns_setup_ns=0
worst_pin_slew_ns=0.811

[setup_path]
crit_top_cell=ha_1
critPathRequiredTime_ns=4.29
slowest_delay_ns=0.45
crit_type=in -> reg
critPathCaptureType=flop
cp_top_family=simple AND/OR/NAND/NOR gates
worst-path-max-fanout=3
critPathArrivalTime_ns=3.13
cp_slowest_cell=clkdlybuf4s50_1
worstSetupStartpointType=input pin
critPathBufInv=2
crit_chain=clkdlybuf4s50_1 > inv_1 > ha_1 > nand4_1 > nor4_4 > nand2b_1 > xnor2_1 > ha_1 > nor3_1 > a31oi_1 > a21oi_1 > xor2_1
r2r_setup_slack_ns=1.67

[run]
maxCapViolations=0
warnings=28

[global_route]
grt_usage_pct=15.1
grt_pass1_vias=2135
grt_start_max_net_pins=25
overflow=0
antenna_found_initial=0
grt_pass1_wl_mm=11.0

[die]
dieArea_mm2=0.0104
rows=36
core_mm2=0.00973
io_pins=18
dieWidth_um=102
dieHeight_um=102
fp_util_pct=41.0

[final_layout]
n_fill_cell=848
lay_top_cells=68 x edfxtp_1, 24 x dfrtp_1, 21 x nor2_1
drive_gt1_share_pct=15.8
area_delta_synth_final_pct=12.4
layout_top_cell=edfxtp_1

[status]
status=finished clean

[place]
gp_congestion=0.763
io_buffers=17
dp_hpwl_mm=4.57

[min_path]
hold_path_class=reg -> reg

flip-flops by register name, summed over array words and instances (netlist names):
name / flops
u4.count: 5
u3.wr_pointer: 4
u3.u1.o_rd_data2: 64
u2.current_state: 3
u2.last_state: 3
u3.rd_pointer: 4
u3.count: 4
u3.read_write_empty_flag: 1
u1.floor_num_save: 4
report_power, final:
| group | switching (uW) | internal [uW] |
|---|---|---|
| Sequential | 161 | 1180 |
| Clock | 366 | 248 |
| Combinational | 321 | 368 |
| Total | 848 | 1800 |
synthesized netlist by cell type (all sizes together):
library cell / n / area, um2
mux4: 20 / 450
o22ai: 1 / 6.26
nor2: 21 / 78.8
mux2: 2 / 22.5
xnor2: 8 / 70.1
a31oi: 3 / 18.8
nor4b: 1 / 15.0
and3: 3 / 18.8
a21oi: 6 / 30.0
inv: 11 / 41.3
nand3: 4 / 20.0
dfrtp: 24 / 601
nor3: 6 / 30.0
ha: 12 / 150
nand2b: 5 / 31.3
nor4: 3 / 40.0
a22oi: 1 / 7.51
clkbuf: 6 / 23.8
xor2: 3 / 26.3
a211oi: 1 / 7.51
nand2: 10 / 37.5
or3: 1 / 11.3
a211o: 1 / 8.76
nor2b: 2 / 12.5
nand3b: 1 / 7.51
mux2i: 2 / 20.0
buf: 6 / 46.3
and2: 4 / 25.0
edfxtp: 68 / 2040
a2111o: 1 / 11.3
nand4: 4 / 25.0
o21ai: 3 / 15.0
a22o: 1 / 8.76
conb: 1 / 3.75
o211ai: 1 / 7.51
o22a: 2 / 17.5
worst paths after layout:
check                                               end  cells past startpoint                           start
max                             u3.count[2]$_DFFE_PN0P_                     12              i_current_floor[3]
min                               u4.count[0]$_DFF_PN0_                      1           u4.count[0]$_DFF_PN0_
max reg2reg                     u3.count[2]$_DFFE_PN0P_                     10  u1.floor_num_save[3]$_DFFE_PN_
min reg2reg                       u4.count[0]$_DFF_PN0_                      1           u4.count[0]$_DFF_PN0_
max in group asynchronous  u3.wr_pointer[3]$_DFFE_PN0P_                      2                       i_reset_n
min in group asynchronous         u4.count[2]$_DFF_PN0_                      2                       i_reset_n
cell families after synthesis:
family | after synthesis
mux | 24
simple gates | 65
buf+inv | 23
xor+xnor | 11
other cells | 1
fa+ha+maj | 12
flops | 92
compound gates | 21
cell type report:
class / instances / area (um2) / share of cell area, %
multi-input cells: 134 / 1230 / 27.5
repair buffers: 20 / 193 / 4.30
clock buffers: 9 / 124 / 2.76
well taps: 133 / 166 / 3.71
flip-flops and latches: 92 / 2640 / 58.9
inverters: 11 / 41.3 / 0.921
clock inverters: 7 / 81.3 / 1.81
stage by stage:
step / power, uW / utilization (%) / std cells / area (um2) / setup slack, ns
6_report: 2650 / 46.1 / 406 / 4480 / 1.16
3_5_place_dp: 2060 / 44.0 / 390 / 4280 / 0.789
5_1_grt: 2810 / 46.1 / 406 / 4480 / 0.923
4_1_cts: 2670 / 46.1 / 406 / 4480 / 1.16
2_1_floorplan: 1870 / - / 249 / 3990 / 1.20
3_3_place_gp: 2060 / 44.0 / 390 / 4280 / 0.815
metal layers:
| layer | global-route usage, % | vias up | wire (um) |
|---|---|---|---|
| li1 | - | 981 | - |
| met1 | 23.8 | 1026 | 2910 |
| met2 | 21.5 | 67 | 3090 |
| met3 | 6.75 | 13 | 560 |
| met4 | 2.64 | 0 | 133 |
| met5 | 0 | - | 0 |
Power and IR drop assume default switching activity.
